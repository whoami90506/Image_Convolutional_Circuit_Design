**flow/config.mk**
```make
export PLATFORM = sky130hd
export DESIGN_NAME = CONV
export DESIGN_NICKNAME = CONV
export VERILOG_FILES = /design/flow/design.v
export SDC_FILE = /design/flow/constraint.sdc
export NUM_CORES = 4
export LEC_CHECK = 1
export CORE_UTILIZATION = 40
export SYNTH_HDL_FRONTEND = slang
```
**flow/constraint.sdc**
```tcl
current_design CONV

set clk_period 335.5
set clk_io_pct 0.2

create_clock -name clk0 -period $clk_period [get_ports {clk}]

set non_clock_inputs [all_inputs -no_clocks]
set_input_delay [expr $clk_period * $clk_io_pct] -clock clk0 $non_clock_inputs
set_output_delay [expr $clk_period * $clk_io_pct] -clock clk0 [all_outputs]
```
**flow/design.v**
```verilog
`timescale 1ns/10ps
module  CONV(
	input		clk,
	input		reset,
	output	reg	busy,	
	input		ready,	
	output	[11:0]	iaddr,
	input	[19:0]	idata,	
	output	 	cwr,
	output	 [11:0]	caddr_wr,
	output	 [19:0]	cdata_wr,
	output	 	crd,
	output	 [11:0]	caddr_rd,
	input	 [19:0]	cdata_rd,
	output	 [2:0]	csel
);
reg [19:0] i_data;
reg _ready;
reg n_busy;
reg  busy_buf;
wire n_busy_buf;
wire valid;
wire [18:0] data;
wire busy_layer0, busy_layer12;
assign crd = 1'd0;
assign caddr_rd = 12'd0;
assign n_busy_buf = busy_layer0 | busy_layer12 | _ready;
always @(*) begin
	if(busy) n_busy = busy_layer0 | busy_layer12 | busy_buf ? 1'b1 : 1'b0;
	else n_busy = _ready;
end
always @(posedge clk or posedge reset) begin
	if(reset) begin 
		i_data <= 20'd0;
		_ready <= 1'd0;
		busy <= 1'b0;
		busy_buf <= 1'b0;
	end else begin
		i_data <= idata;
		_ready <= ready;
		busy <= n_busy;
		busy_buf <= n_busy_buf;
	end
end
layer0 layer0(.clk(clk), .reset(reset), .o_busy(busy_layer0), .i_ready(_ready), .o_addr(iaddr), 
	.i_data(i_data), .o_valid  (valid), .o_data (data));
layer12 layer12(.clk(clk), .reset(reset), .o_busy(busy_layer12), .o_wr(cwr), .o_addr(caddr_wr), 
	.o_data(cdata_wr), .o_sel(csel), .i_valid(valid), .i_data(data));
endmodule
module kernal (
	input clk,     
	input reset,
	input i_valid,
	input [179:0] i_data,
	input i_sel,
	output o_valid,
	output reg [18:0] o_data
);
parameter [179:0] weight_0 = 180'h0A89E_092D5_06D43_01004_F8F71_F6E54_FA6D7_FC834_FAC19;
parameter [179:0] weight_1 = 180'hFDB55_02992_FC994_050FD_02F20_0202D_03BD7_FD369_05E68;
parameter [39:0]    bias_0 = 40'h0_01310_0000;
parameter [39:0]    bias_1 = 40'hF_F7295_0000;
reg [2:0] valid;
wire [2:0] n_valid;
assign o_valid = valid[2];
assign n_valid = {valid[1:0], i_valid};
genvar idx;
integer i;
reg  [39:0] bias;
wire [39:0] n_bias;
reg  [359:0] mul;
wire [359:0] n_mul;
wire [359:0] mul_raw_0, mul_raw_1;
assign n_bias = i_sel ? bias_1 : bias_0;
generate
	for(idx = 0; idx < 9; idx = idx +1) begin
		assign mul_raw_0[idx*40 +: 40] = $signed(i_data[idx*20 +: 20]) * $signed(weight_0[idx*20 +: 20]);
		assign mul_raw_1[idx*40 +: 40] = $signed(i_data[idx*20 +: 20]) * $signed(weight_1[idx*20 +: 20]);
	end
	assign n_mul = i_sel ? mul_raw_1 : mul_raw_0;
endgenerate
reg  [79:0] middle;
wire [79:0] n_middle;
assign n_middle[40+:40] = (mul[120+:40] + mul[  0+:40]) + (mul[ 40+:40] + mul[ 80+:40]) +         bias;
assign n_middle[ 0+:40] = (mul[160+:40] + mul[200+:40]) + (mul[240+:40] + mul[280+:40]) + mul[320+:40];
wire [39:0] total;
wire [19:0] reduce;
wire [18:0] relu;
assign total = middle[39:0] + middle[79:40];
assign reduce = total[16+:20] + total[15];
assign relu = reduce[19] ? 19'd0 : reduce[18:0];
always @(posedge clk or posedge reset) begin
	if(reset) begin
		mul <= 360'd0;
		middle <= 80'd0;
		o_data <= 20'd0;
		valid <= 3'd0;
		bias <= bias_0;
	end else begin
		mul <= n_mul;
		middle <= n_middle;
		o_data <= relu;
		valid <= n_valid;
		bias <= n_bias;
	end
end
endmodule
module layer0(
	input clk,
	input reset,
	output reg o_busy,
	input i_ready,
	output reg [11:0] o_addr,
	input [19:0] i_data,
	output o_valid,
	output [18:0] o_data
);
integer i;
reg n_o_busy;
reg [11:0] n_o_addr;
localparam IDLE       = 3'd0;
localparam INIT       = 3'd1;
localparam INIT_RUN   = 3'd2;
localparam      WAIT  = 3'd3;
localparam     SHIFT  = 3'd4;
localparam      RUN   = 3'd5;
localparam LAST_SHIFT = 3'd6;
localparam LAST_RUN   = 3'd7;
reg [2:0] state, n_state;
reg [3:0] step_counter, n_step_counter;
reg [4:0] conv_counter, n_conv_counter;
reg [19:0]   mem [0:127];
reg [19:0] n_mem [0:127];
reg [19:0]   box [0:  7];
reg [19:0] n_box [0:  7];
reg [179:0] k_element, n_k_element;
reg k_valid, n_k_valid;
reg k_sel, n_k_sel;
task kernal_nop;
	begin
		n_k_element = k_element;
		n_k_valid = 1'd0;
		n_k_sel = k_sel;
	end
endtask
task kernal_normal;
	input [6:0] pos;
	begin
		n_k_element[160 +: 20] =   pos[5:0]  ? mem[pos - 8'd1 ] : 20'd0;  
		n_k_element[140 +: 20] =               mem[pos        ];          
		n_k_element[120 +: 20] = (~pos[5:0]) ? mem[pos + 8'd1 ] : 20'd0;  
		if(pos[6]) begin
			n_k_element[100 +: 20] =   box[0];
			n_k_element[ 80 +: 20] =   box[1];
			n_k_element[ 60 +: 20] =   box[2];
			n_k_element[ 40 +: 20] =   box[4];
			n_k_element[ 20 +: 20] =   box[5];
			n_k_element[  0 +: 20] =   box[6];
		end else begin
			n_k_element[100 +: 20] =   pos[5:0]  ? mem[{1'b1, pos[5:0]} - 8'd1] : 20'd0;  
			n_k_element[ 80 +: 20] =               mem[{1'b1, pos[5:0]}       ];          
			n_k_element[ 60 +: 20] = (~pos[5:0]) ? mem[{1'b1, pos[5:0]} + 8'd1] : 20'd0;  
			n_k_element[ 40 +: 20] =   box[0];
			n_k_element[ 20 +: 20] =   box[1];
			n_k_element[  0 +: 20] =   box[2];
		end
		n_k_valid = 1'd1;
		n_k_sel = ~k_sel;
	end
endtask
task box_shift;
	begin
		n_box[0] = box[1];
		n_box[1] = box[2];
		n_box[2] = box[3];
		n_box[4] = box[5];
		n_box[5] = box[6];
		n_box[6] = box[7];
		n_box[3] = 20'd0;
		n_box[7] = 20'd0;
		if(!(conv_counter == 5'd0 && step_counter[2] == 1'b0) ) begin
			n_mem[{1'b0, conv_counter - {4'd0, (~step_counter[2])}, ~step_counter[2]}] = box[0];
			n_mem[{1'b1, conv_counter - {4'd0, (~step_counter[2])}, ~step_counter[2]}] = box[4];
		end
	end
endtask
task box_change;
	input [19:0] data;
	begin
		n_box[0] = 20'd0;
		n_box[1] = data;
		n_box[2] = 20'd0;
		n_box[3] = 20'd0;
		n_box[4] = 20'd0;
		n_box[5] = 20'd0;
		n_box[6] = 20'd0;
		n_box[7] = 20'd0;
		n_mem[ 62] = box[0];
		n_mem[ 63] = box[1];
		n_mem[126] = box[4];
		n_mem[127] = box[5];
	end
endtask 
always @(*) begin
	n_o_addr = o_addr;
	for(i = 0; i < 128; i = i+1)n_mem[i] = mem[i];
	for(i = 0; i <   8; i = i+1)n_box[i] = box[i];
	n_o_busy = 1'd1;
	case (state)
		IDLE : begin
			n_state = i_ready ? INIT : IDLE;
			n_o_busy = i_ready;
			n_o_addr = 12'd0;
			for(i = 0; i < 128; i = i+1)n_mem[i] = 20'd0;
			for(i = 0; i <   8; i = i+1)n_box[i] = 20'd0;
		end
		INIT : begin
			n_state = (o_addr == 12'd2) ? INIT_RUN : INIT;
			case (o_addr)
				12'd0 : n_o_addr = 12'd64;
				12'd64 : begin
					n_o_addr = 12'd128;
					n_mem[64] = i_data;
				end
				12'd128 : begin
					n_o_addr = 12'd1;
					n_box[1] = i_data;
				end
				12'd1 : begin
					n_o_addr = 12'd65;
					n_box[5] = i_data;
				end
				12'd65 : begin
					n_o_addr = 12'd129;
					n_mem[65] = i_data;
				end
				12'd129 : begin
					n_o_addr = 12'd2;
					n_box[2] = i_data;
				end
				12'd2 : begin
					n_o_addr = 12'd66;
					n_box[6] = i_data;
				end
				default : n_o_addr = 12'dx;
			endcase
		end
		INIT_RUN : begin
			n_state = (o_addr == 12'd192) ? WAIT : INIT_RUN;
			case (step_counter)
				4'd0 : begin
					n_o_addr = {6'b000010, o_addr[5:0]};
					n_mem[{1'b1, conv_counter + 5'd1, 1'b0}] = i_data;
				end
				4'd1 : begin
					n_o_addr = {6'd0, o_addr[5:0] + 6'd1};
					n_box[3] = i_data;
				end
				4'd2 : begin
					n_o_addr = o_addr;
					n_box[7] = i_data;
				end
				4'd3 : begin
					n_o_addr = {6'b000001, o_addr[5:0]};
					box_shift;
				end
				4'd4 : begin
					n_o_addr = {6'b000010, o_addr[5:0]};
					n_mem[{1'b1, conv_counter + 5'd1, 1'b1}] = i_data;
				end
				4'd5 : begin
					n_o_addr = o_addr == 12'd191 ? 12'd192 : {6'd0, o_addr[5:0] + 6'd1};
					n_box[3] = i_data; 
				end
				4'd6 : begin
					n_o_addr = o_addr;
					n_box[7] = i_data; 
				end
				4'd7 : begin
					n_o_addr = o_addr;
					box_shift; 
				end
				4'd11 : n_o_addr = {6'b000001, o_addr[5:0]};
			endcase
		end
		WAIT : begin
			n_state = WAIT;
			if(step_counter == 4'd3 || step_counter == 4'd7)box_shift;
			if(o_addr) begin
				if(conv_counter == 5'd31 && step_counter == 4'd5) 
					n_state  = (o_addr[11:6] == 6'b111111) ? LAST_SHIFT : SHIFT; 
			end else begin
				if(conv_counter == 5'd31 && step_counter == 4'd7) 
					n_state  = IDLE; 
			end 
		end
		SHIFT : begin
			n_state = SHIFT;
			case (step_counter)
				4'd6 : n_o_addr = {o_addr[11:6], 6'd1};
				4'd7 : begin
					box_change(i_data);
					n_o_addr = {o_addr[11:7] + 5'd1, 1'b0, 6'd0};
				end
				4'd8 : begin
					n_box[2] = i_data;
					n_o_addr = {o_addr[11:6], 6'd1};
				end
				4'd9 : begin
					n_box[5] = i_data;
					n_o_addr = {o_addr[11:7] - 5'd1, 1'b1, 6'd2};
				end
				4'd10 : begin
					n_box[6] = i_data;
					n_state = RUN;
				end
			endcase
		end
		RUN : begin
			n_state = o_addr[5:0] ? RUN : WAIT;
			case (step_counter)
				4'd11 : n_o_addr = {o_addr[11:7] + 5'd1, 1'b0, o_addr[5:0]};
				4'd0 : begin
					n_o_addr = {o_addr[11:7] - 5'd1, 1'b1, o_addr[5:0] + 6'd1};
					n_box[3] = i_data;
				end
				4'd1 : n_box[7] = i_data;
				4'd3 : begin
					box_shift;
					n_o_addr = {o_addr[11:7] + 5'd1, 1'b0, o_addr[5:0]};
				end 
				4'd4 : begin
					n_box[3] = i_data;
					n_o_addr = o_addr[5:0] == 6'd63 ? {o_addr[11:7], 1'b1, 6'b0} : 
								{o_addr[11:7] - 5'd1, 1'b1, o_addr[5:0] + 6'd1};
				end 
				4'd5 : n_box[7] = i_data;
				4'd7 : box_shift;
			endcase
		end
		LAST_SHIFT : begin
			n_state = LAST_SHIFT;
			case (step_counter)
				4'd6 : n_o_addr = 12'd4033;
				4'd7 : begin
					box_change(i_data);
					n_o_addr = 12'd4034;
				end
				4'd8 : begin
					n_box[2] = i_data;
					n_state = LAST_RUN;
				end
			endcase
		end
		LAST_RUN : begin
			n_state = (o_addr[5:0]) ? LAST_RUN : WAIT;
			case (step_counter)
				4'd0 : begin
					n_box[3] = i_data;
					n_o_addr = {6'b111111, o_addr[5:0] + 6'd1};
				end 
				4'd3 : box_shift;
				4'd4 : begin
					n_box[3] = i_data;
					n_o_addr = (o_addr[5:0] == 6'b111111) ? 12'd0 : {6'b111111, o_addr[5:0] + 6'd1};
				end 
				4'd7 : box_shift;
			endcase
		end	
	endcase
end
always @(*) begin
	case (state)
		IDLE, INIT : begin
			kernal_nop;
			n_conv_counter = 5'd0;
			n_step_counter = 4'd0;
		end
		default : begin
			n_conv_counter = (step_counter == 4'd11) ? conv_counter + 5'd1 : conv_counter;
			n_step_counter = (step_counter == 4'd11) ? 4'd0 : step_counter + 4'd1;
			if(step_counter[3])kernal_nop;
			else kernal_normal({step_counter[1], conv_counter, step_counter[2]});
		end
	endcase
end
always @(posedge clk or posedge reset) begin
	if(reset) begin
		state <= IDLE;
		conv_counter <= 5'd0;
		step_counter <= 4'd0; 
		o_busy <= 1'd0;
		o_addr <= 12'd0;
		for(i = 0; i < 128; i = i+1)mem[i] <= 20'd0;
		for(i = 0; i <   8; i = i+1)box[i] <= 20'd0;
		k_element <= 180'd0;
		k_valid <= 1'd0;
		k_sel <= 1'd1;
	end else begin
		state <= n_state;
		conv_counter <= n_conv_counter;
		step_counter <= n_step_counter;
		o_busy <= n_o_busy;
		o_addr <= n_o_addr;
		for(i = 0; i < 128; i = i+1)mem[i] <= n_mem[i];
		for(i = 0; i <   8; i = i+1)box[i] <= n_box[i];
		k_element <= n_k_element;
		k_valid <= n_k_valid;
		k_sel <= n_k_sel;
	end
end
kernal kernal (.clk(clk), .reset(reset), .i_valid(k_valid), .i_data(k_element), 
	.o_valid(o_valid), .o_data(o_data), .i_sel(k_sel));
endmodule
module layer12(
	input clk,
	input reset,
	output reg o_busy,
	output reg o_wr,
	output reg [11:0] o_addr,
	output reg [19:0] o_data,
	output reg [ 2:0] o_sel,
	input i_valid,
	input [18:0] i_data
);
genvar idx;
integer i;
reg n_o_busy;
reg [3:0] step_counter, n_step_counter;
reg [9:0] addr_counter, n_addr_counter;
reg n_o_wr;
reg [11:0] n_o_addr;
reg [19:0] n_o_data;
reg [ 2:0] n_o_sel;
reg  [18:0]   mem [0:5];
wire [18:0] n_mem [0:5];
reg  [18:0]   max_0,   max_1;
wire [18:0] n_max_0, n_max_1;
wire [18:0] max_tree_0_w, max_tree_1_w, max_tree_w;
assign max_tree_0_w = ( i_data > mem[1] ) ? i_data : mem[1];
assign max_tree_1_w = ( mem[3] > mem[5] ) ? mem[3] : mem[5];
assign max_tree_w   = ( max_tree_0_w > max_tree_1_w ) ? max_tree_0_w : max_tree_1_w;
assign n_max_0 = (step_counter == 4'd6) ? max_tree_w : max_0;
assign n_max_1 = (step_counter == 4'd7) ? max_tree_w : max_1;
assign n_mem[0] = i_valid ? i_data : mem[0];
generate
	for(idx = 1; idx <6; idx = idx+1)
		assign n_mem[idx] = i_valid ? mem[idx-1] : mem[idx];
endgenerate
always @(*) begin
	if(o_busy) begin
		n_o_busy = (step_counter == 4'd0 && addr_counter == 10'd0) ? 1'b0 : 1'b1;
		n_step_counter = (step_counter == 4'd11) ? 4'd0 : step_counter + 4'd1;
		n_addr_counter = (step_counter == 4'd11) ? addr_counter + 10'd1 : addr_counter;
	end else begin
		n_o_busy = i_valid;
		n_step_counter = {3'd0, i_valid};
		n_addr_counter = 10'd0;
	end
end
always @(*) begin
	if(o_busy) begin
		n_o_wr = 1'b1;
		if(step_counter[3]) begin
			n_o_addr = step_counter[1] ? {1'b0, addr_counter, step_counter[0]} : {2'b0, addr_counter};
			n_o_data = step_counter[0] ? {1'b0,max_1} : {1'b0, max_0};
			n_o_sel  = step_counter[1] ? 3'b101 : {step_counter[0], ~step_counter[0], ~step_counter[0]};
		end else begin
			n_o_addr = {addr_counter[9:5], step_counter[1], addr_counter[4:0], step_counter[2]};
			n_o_data = {1'b0, i_data};
			n_o_sel  = {1'b0, step_counter[0], ~step_counter[0]}; 
		end
	end else begin
		n_o_wr = i_valid;
		n_o_addr = 12'd0;
		n_o_data = i_data;
		n_o_sel  = 3'd1;
	end
end
always @(posedge clk or posedge reset) begin
	if (reset) begin
		o_busy <= 1'b0;
		step_counter <=  4'd0;
		addr_counter <= 10'd0;
		o_wr <= 1'd0;
		o_addr <= 12'd0;
		o_data <= 20'd0;
		o_sel <= 3'd0;
		for(i = 0; i < 6; i = i+1)mem[i] <= 19'd0;
		max_0 <= 19'd0;
		max_1 <= 19'd0;
	end else begin
		o_busy <= n_o_busy;
		step_counter <=  n_step_counter;
		addr_counter <= n_addr_counter;
		o_wr <= n_o_wr;
		o_addr <= n_o_addr;
		o_data <= n_o_data;
		o_sel <= n_o_sel;
		for(i = 0; i < 6; i = i+1)mem[i] <= n_mem[i];
		max_0 <= n_max_0;
		max_1 <= n_max_1;
	end
end
endmodule
```
**flow/run.sh**
```bash
#!/bin/bash
# OpenROAD 26Q1-2900-gdf79404cd8, Yosys 0.63+post, stock flow scripts
make -C /OpenROAD-flow-scripts/flow DESIGN_CONFIG=/design/flow/config.mk WORK_HOME=/design/flow/orfs finish
```
==> out/metrics.yaml <==
slew_viol_final: 24
row_count: 336
grt_max_degree: 153
wl_per_cell_um: 32.84
dr.first_iter.drc_count: 28850
reg2reg_depth: 18
async_flop_share_pct: 100.0
edf_count: 0
syn_area_per_cell_um2: 10.14
die_w_um: 918.2
area_delta_synth_final_pct: 8.818
cts_tree: "yes"
min_path_cells: 0
setup_violations: 0
cts_setup_buffers: 0
ys_cells: 33120
ioPinCount: 105
fill_cells: 76330
slew_headroom_pct: -5.509
grt-ovfl-total: 0
io_buffers: 70
gp_congestion: 1.058
holdPathEnd: "layer0.kernal.valid[2]"
grt_pass1_wl_um: 2058000
finalHoldViolations: 0
grt_pass1_vias: 285700
arrival_ns: 73.42
ys.flop_type: "dfrtp_1"
reg2reg_to: "layer0.k_element[106]"
cp-end-kind: "asynchronous set/reset pin"
crit_required_ns: 336.63
run_status: "complete, but fails checks"
numCtsBuffers: 427
antenna_found_initial: 170
p_per_area_nw_per_um2: 2.614
path_cells: "clkdlybuf4s50_1 > inv_8 > buf_4 > buf_4 > buf_4 > buf_4 > buf_4 > buf_4 > buf_4 > buf_4"
ys_ff: 3576
postSynthSeqShare_pct: 26.65
rsz0062_at_grt: "no"
post-dp-hpwl_um: 987300
pre_cts_ws_ns: 261.86
syn_inst: 33120
worst_slew_pin_slew_ns: 1.583
clock_path_buffers: 4
routed_via_density: 6.511
ys_warn_count: 0
netlist_area_um2: 335800
min_period_over_period_pct: 21.55
chipArea_um2: 843100
core_um2: 836600
slowest_stage: "buf_4"
fin_crit_ns: 72.29
setup_tns_ns: 0
drt-total-wl_um: 1435000
fmax_ghz: 0.01383
vias: 284600
warnings: 321
critPathKind: "primary input to asynchronous set/reset pin"
start_kind: "primary input"
clk_pin_slew_ns: 0.06
ff2ff_setup_slack_ns: 326.78
p_leak_uw: 0.1653
root_buffer: "clkbuf_16"
ant_nets: 0
peakVddDrop_mv: 0.004317
cp_common_cell: "buf_4"
cts_resized: 0
track_usage_pct: 35.41
first_pass_iters: 15
yosys_area_um2: 335800
htreeDepth: 5
clock_skew_ns: 0.09853
violations: "max-capacitance violations, max-slew violations"
hold_buffers: 0
slowest_delay_ns: 0.70
drive_gt1_share_pct: 14.57
total_power_uw: 955.3
die_h_um: 918.2
hold_start: "layer0.kernal.valid[1]"
ys_types: 105
cts_sinks: 3576
fp_util_pct: 40.14
clk_latency_ns: 1.16
crit_path_max_fanout: 62
hold_path_class: "register to register"
regToRegStartpoint: "layer0.step_counter[2]"
worst_slack_ns: 263.21
drcViolationCount: 0
cap_violations: 1
-- state kept, by name, indices dropped and copies added (netlist names), 2 cells and up --
name                  flops
i_data                   20
layer0.box              160
layer0.conv_counter       5
layer0.k_element        180
layer0.kernal.bias        2
layer0.kernal.middle     72
layer0.kernal.mul       323
layer0.kernal.o_data     19
layer0.kernal.valid       3
layer0.mem             2560
layer0.o_addr            12
layer0.state              8
layer0.step_counter       4
layer12.addr_counter     10
layer12.max_0            19
layer12.max_1            19
layer12.mem             114
layer12.o_addr           12
layer12.o_data           19
layer12.o_sel             3
layer12.step_counter      4
-- synth_stat cells, types with 974 or more instances --
cell      count  area share, %
clkbuf_1   2142            2.4
mux4_2     2231             15
a21oi_1    1232            1.8
inv_1      3408            3.8
nand2_1    3020            3.4
o21ai_0    3888            5.8
nor2_1     1078            1.2
dfrtp_1    3573             27
ha_1       2397            8.9
fa_1       1976             12
mux2i_1    1584            4.7
a22o_1      974            2.5
-- report_power, final --
part / internal, µW / total [µW] / switching (µW)
registers: 431 / 432 / 0.958
clock network: 291 / 509 / 218
logic: 1.21 / 14.0 / 12.7
-- cell type report --
cell class | instances | area, µm² | share of cell area, %
diodes | 195 | 488.0 | 0.1335
clock inverters | 186 | 2556 | 0.6996
inverters | 3418 | 12860 | 3.520
multi-input cells | 23340 | 223600 | 61.20
well taps | 11150 | 13960 | 3.820
flip-flops and latches | 3576 | 89650 | 24.54
repair buffers | 1235 | 9822 | 2.688
clock buffers | 609 | 12450 | 3.408
-- cell usage in the layout, fill, tap and decap left out, types with 963 or more instances in the layout --
master / count
inv_1: 3407
mux2i_1: 1579
fa_1: 1976
nand2_1: 2937
ha_1: 2395
o21ai_0: 3820
o22ai_1: 963
buf_4: 1135
mux4_2: 2231
a21oi_1: 1228
a22o_1: 974
dfrtp_1: 3517
nor2_1: 1041
-- logic make-up (layout without fill, tap and decap cells) --
logic type	Yosys count	in the layout	share of synthesized area, %
buf+inv	6215	5448	7.137
other cells	1	209	0.001117
compound gates	9139	9139	16.93
simple gates	5115	5115	6.419
mux	3999	3999	20.30
flops	3576	3576	26.65
xor+xnor	700	700	1.839
fa+ha+maj	4374	4374	20.72
-- worst max-delay path: cells and delay by family --
kind	cells	cell delay, ns
buf+inv	10	6.01
-- metrics by stage --
stage          cells  util, %  hold slack [ns]  instance area [µm²]
2_1_floorplan  33130        -           0.3312               335800
5_1_grt        43610    43.64           0.3533               365100
6_report       43710    43.67           0.3482               365400
3_3_place_gp   42720    41.82           0.3340               349900
4_1_cts        43520    43.62           0.3510               364900
3_5_place_dp   42720    41.82           0.3372               349900
-- per-layer routing --
metal	wire [µm]	GRT usage (%)
met1	470500	40.56
met2	574000	46.50
met3	248000	24.46
met4	135800	24.72
met5	7176	7.340
-- worst max path at each step --
stage         startpoint                to  slack, ns  cells after the start
finish             reset  layer0.mem[2346]     263.21                     10
global route       reset  layer0.mem[2443]     262.33                     10
CTS                reset  layer0.mem[2346]     262.96                     10
